===== /design/flow/run.sh =====
#!/bin/bash
# OpenROAD 26Q1-2900-gdf79404cd8, Yosys 0.63+post, stock flow scripts
make -C /OpenROAD-flow-scripts/flow DESIGN_CONFIG=/design/flow/config.mk WORK_HOME=/design/flow/orfs finish

===== /design/flow/config.mk =====
export PLATFORM = sky130hd
export DESIGN_NAME = SEVEN
export DESIGN_NICKNAME = SEVEN
export VERILOG_FILES = /design/flow/design.v
export SDC_FILE = /design/flow/constraint.sdc
export NUM_CORES = 4
export LEC_CHECK = 1
export CORE_AREA = 10 10 74 74
export DIE_AREA = 0 0 84 84
export SYNTH_HDL_FRONTEND = slang

===== /design/flow/design.v =====
module SEVEN(input clk, input rst, input [13:0] both7seg, output reg[6:0] segment, output reg sig);
	localparam freq = 250;
	localparam CBITS = 8;
	reg [CBITS-1:0] cnt;
	reg digit_select;
	always @(posedge clk) begin
		if(rst == 1) begin
			cnt = 0;
			digit_select = 0;
			segment = 0;
		end
		if(cnt < freq) begin
			cnt = cnt + 1;
			sig = 0;
		end
		else begin
			sig = 1;
			cnt = 0;
			if(digit_select == 0) begin
				digit_select = 1;
				segment = both7seg[13:7];
			end
			else begin
				digit_select = 0;
				segment = both7seg[6:0];
			end
		end
	end
	p1: assert property  ((@(posedge clk) (!sig and !rst and s_nexttime !sig) implies (digit_select iff s_nexttime digit_select))) ;
endmodule

===== /design/flow/constraint.sdc =====
current_design SEVEN

set clk_period 3.1
set clk_io_pct 0.2

create_clock -name clk0 -period $clk_period [get_ports {clk}]

set non_clock_inputs [all_inputs -no_clocks]
set_input_delay [expr $clk_period * $clk_io_pct] -clock clk0 $non_clock_inputs
set_output_delay [expr $clk_period * $clk_io_pct] -clock clk0 [all_outputs]

==> run summary <==
impl run done, here's what came out: status=finished clean, # fillers=414, pre-CTS setup slack=635.5 ps, Reg2Reg Depth=5, TritonCTS Buffers=3, WP data required=3270 ps, IO Count=24, start-to-end type of the worst setup path=input port to register, Leakage Power=0.4334 nW, fraction of layout cells with a size suffix above 1=8.333%, Clock Sinks=17, time the worst path needs with I/O delays and setup=2175 ps, maximum number of pins on one net before global-route repair=15, aggregate global routing overflow=0, clock transition at the register clock pins on the worst setup and hold paths after CTS=60 ps, count of unresolved DRC violations after routing=0, setup skew after layout=0.4616 ps, post-detail-place hpwl=1276 um, mean routed wirelength per cell=10.88 um, area of the multi-input gates=332.8 sq um, path class of the lowest-slack min-delay path=register to register, post-synthesis instance area=774.5 sq um, setup repair after global routing missed its margin=no, internal reg-to-reg setup slack=1590 ps, yosys stat cell total=71, type of destination of the critical path=register, top-area cell type share of the netlist area=27.14%, Tool Warnings=25, Post-CTS Hold Buffers=0, starting DRC count in detailed routing=5, Post-Synthesis Mean Instance Area=10.91 sq um, number of levels in the clock H-tree=1, Die W=84 um, detail-routed via count per cell=3.849, Netlist cell types=28, max-capacitance violation count=0, post-route clock period utilization=70.18%, cell accounting for the most synthesized area=edfxtp_1, synth top area cells=edfxtp_1 27%, dfxtp_1 26%, mux2i_1 9.0%, worst hold start=cnt[7]$_SDFF_PP0_, Synthesis Warnings=0, post-layout util=27.73%, reg-to-reg critical path startpoint=cnt[1]$_SDFF_PP0_, max-slew violation total from the final report=0, number of antenna violations at the first check in global routing=0, Rows=23, startpoint class of the critical path=input port, chip area estimate from yosys synthesis=774.5 sq um, Worst Path Arrival=2350 ps, area overhead of the layout relative to synthesis=42.17%, drt pass-1 iters=4, Antenna diodes=0, buffers inserted by post-CTS timing repair=0, number of global-route vias before repair=558, critical-path maximum fanout=14, Post-Route Setup TNS=0 ps, residual antenna-violating net count after detailed routing=0, launching instance or port of the critical path=rst, CORE AREA=3971 sq um, Worst Tran Pin Value=498.6 ps, placer congestion estimate=0.8073, Total Wirelength=1589 um, maximum clock path buffer count=2, power density over the cells=416.2 nW/um^2, vertical die dimension=84 um, capture point of the worst reg-to-reg path=cnt[6]$_SDFF_PP0_, final setup slack of the worst path=924.5 ps, non-filler cells, final=146, Worst IR Drop VDD=0.1649 mV, worst relative slew slack=66.76%, Initial Util=19.50%, Post-CTS Resized=0, maximum operating frequency=0.4597 GHz, chip footprint=7056 sq um, synthesized netlist cell count=71, via count=562, CTS tree=yes, Synthesized registers=17, sequential fraction of the synthesis area=52.99%, minimum hold slack=476.5 ps, clock latency of the later-clocked register in the worst-skew pair=250 ps, final setup violating endpoints=0, flip-flop and latch area=410.4 sq um, combined global-route utilization of all metal layers=4.586%, root buffer cell=clkbuf_8, global-route wire length before repair=2718 um, hold violation total from the final report=0, critical path endpoint=cnt[6]$_SDFF_PP0_, count of port buffers added during placement=23, number of placed instances with taps included=142
-- cell usage after synthesis --
| cell type | n |
|---|---|
| a21bo_2 | 1 |
| a21oi_1 | 3 |
| a31oi_1 | 1 |
| and2_1 | 1 |
| and3_1 | 1 |
| and3b_1 | 1 |
| buf_2 | 1 |
| buf_6 | 1 |
| clkbuf_1 | 1 |
| dfxtp_1 | 10 |
| edfxtp_1 | 7 |
| ha_1 | 1 |
| inv_8 | 1 |
| mux2i_1 | 7 |
| nand2_1 | 2 |
| nand2b_1 | 3 |
| nand3_1 | 1 |
| nand3b_1 | 3 |
| nand4_1 | 1 |
| nand4b_1 | 2 |
| nor2_1 | 10 |
| nor2b_1 | 4 |
| nor3_1 | 1 |
| o211ai_1 | 1 |
| or2_2 | 1 |
| or3_1 | 2 |
| xnor2_1 | 2 |
| xor2_1 | 1 |
-- per-layer routing --
layer  part of all wire, %  vias to the layer above  global-route usage [%]
met5                     0                        -                       0
met4                     0                        0                  0.1522
met3                    16                        0                   3.445
met2                    32                       28                   5.505
met1                    53                      236                   6.603
li1                      -                      298                       -
-- area by class of cell --
class | count | share of cell area, %
sequential | 17 | 37.27
clock buffer | 3 | 3.750
timing repair buffer | 24 | 21.59
tap | 50 | 5.682
inverter | 1 | 1.023
multi-input combinational | 50 | 30.23
clock inverter | 1 | 0.4545
-- state kept, by name, indices dropped and copies added, names as in the netlist --
signal,cells
cnt,8
digit_select,1
segment,7
sig,1
-- worst max-delay path, stage by stage --
cell             delay, ps
clkdlybuf4s50_1        580
nor2b_1                220
ha_1                   210
nand4b_1               180
or3_1                  380
a31oi_1                150
-- worst min path at each step --
stage | end | cells past startpoint
after CTS | cnt[7]$_SDFF_PP0_ | 2
after global routing | cnt[7]$_SDFF_PP0_ | 2
final | cnt[7]$_SDFF_PP0_ | 2
-- stage by stage --
step	instance area [sq um]	total power, mW
after floorplan	774.5	0.2722
after global placement	1055	0.3059
after detailed placement	1055	0.3052
after CTS	1101	0.4650
after global routing	1101	0.4857
final	1101	0.4583
-- cell usage in the layout (no fill, tap or decap), types with 2 or more instances in the layout --
master and n:
clkdlybuf4s50_1 23, nor2_1 10, dfxtp_1 10, mux2i_1 7, edfxtp_1 7, nor2b_1 4
nand3b_1 3, nand2b_1 3, a21oi_1 3, clkbuf_8 3, nand4b_1 2, or3_1 2
xnor2_1 2, nand2_1 2
-- cells by family after synthesis --
family                     synth area share, %
AOI/OAI and AO/OA                        5.008
xor gates and xnor gates                 3.393
adders and majority gates                1.615
buffers and inverters                    4.037
DFF                                      52.99
muxes                                    9.047
and+or+nand+nor                          23.91
-- report_power, final --
part | switching (mW) | internal [mW]
clock | 0.0692 | 0.0889
sequential | 0.00792 | 0.244
combinational | 0.0137 | 0.0347
No activity file was given, so power comes from the tool's default toggle rates.
