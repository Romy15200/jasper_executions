==> design.v <==
module UART_T #(localparam d_width = 4, c_width = 3) (input clk, input rst, input tx_ena, input [d_width - 1: 0] tx_data, output reg tx, output reg tx_busy);
	reg [c_width-1:0] tx_cnt;
	reg tx_state;
	reg [d_width+1:0] tx_buffer;
	assign tx_busy = tx_state;
	always @(posedge clk) begin
		if(rst == 1) begin
			tx_cnt = 0;
			tx = 1;
			tx_state = 0;
		end
		if(tx_state == 0) begin
			if(tx_ena == 1) begin
				tx_buffer = {tx_data, 2'b01};
				tx_cnt = 0;
				tx_state = 1;
			end
		end
		else if(tx_state == 1) begin
			if(tx_cnt < d_width+3) begin
				tx_cnt = tx_cnt + 1;
				tx_buffer = {1'b1, tx_buffer[d_width+1:1]};
			end
			else begin
				tx_cnt = 0;
				tx_state = 0;
			end
		end
		tx = tx_buffer[0];
	end
	p1: assert property  ((@(posedge clk) ##1 (tx_state <-> tx_busy))) ;
endmodule
==> run.sh <==
#!/bin/bash
# OpenROAD 26Q1-2900-gdf79404cd8, Yosys 0.63+post, stock flow scripts
make -C /OpenROAD-flow-scripts/flow DESIGN_CONFIG=/design/flow/config.mk WORK_HOME=/design/flow/orfs finish
==> config.mk <==
export PLATFORM = sky130hd
export DESIGN_NAME = UART_T
export DESIGN_NICKNAME = UART_T
export VERILOG_FILES = /design/flow/design.v
export SDC_FILE = /design/flow/constraint.sdc
export NUM_CORES = 4
export LEC_CHECK = 1
export CORE_AREA = 10 10 70 70
export DIE_AREA = 0 0 80 80
export SYNTH_HDL_FRONTEND = slang
==> constraint.sdc <==
current_design UART_T

set clk_period 1.5
set clk_io_pct 0.2

create_clock -name clk0 -period $clk_period [get_ports {clk}]

set non_clock_inputs [all_inputs -no_clocks]
set_input_delay [expr $clk_period * $clk_io_pct] -clock clk0 $non_clock_inputs
set_output_delay [expr $clk_period * $clk_io_pct] -clock clk0 [all_outputs]
==> reports/metrics.csv <==
metric;value;unit
Worst Clk Skew;0.00223;ns
# setup viols final;0;
Seq share, synth;57.0;%
Initial Utilization;13.4;%
Post-route DRC;0;
Post-Syn Area;457;um2
total number of vias;313;
RSZ-0062 raised after global routing;false;
non-filler instance count after layout;100;
Max VDD drop;0.194;mV
Worst Path Required;1.48;ns
RR Startpoint;tx_busy$_DFF_P_;
clock transition at the registers of the reported paths;0.06;ns
Slew @ Worst Pin;0.229;ns
I/O Pins;9;
Yosys warnings;0;
placed cell area;621;um2
DRT Wirelength;859;um
top area contributor share;39.5;%
R2R depth;4;
htree depth;1;
outcome;finished clean;
Hold Vio Cnt, Final;0;
TritonCTS buffer count;3;
CTS tree;built;
Post-synth EDFFs;6;
CP Max Fanout;7;
Core Util, Final;19.8;%
FP Rows;21;
layout cells sized above 1;31.5;%
DIE HEIGHT;80;um
Hold Crit Class;reg -> reg;
Min Clock Period, post-route;1.44;ns
cell with the most instances after synthesis;edfxtp_1;
Clock Path Buffers;2;
WL per Instance;8.59;um
Synth Flop Type;edfxtp_1;
placed insts;93;
tool warning count;25;
cell taking the most area after synthesis;edfxtp_1;
initial antenna violation count;0;
Distinct cells, synth;20;
yosys stat cell total;35;
YS chip area;457;um2
hpwl dp;640;um
total track usage;2.74;%
clock sinks;10;
Syn Inst Count;35;
maximum clock frequency;0.696;GHz
Inserted Diodes;0;
Leak;0.000257;uW
DR iter-0 viols;5;
Cell area leaders;edfxtp_1 39%, dfxtp_1 18%, mux2_4 9.9%;
maximum number of pins on one net before global-route repair;9;
pwr/cell area;882;mW/mm2
biggest cell delay along the critical path;0.46;ns
Remaining Overflow, GRT;0;
Late-Pin Clk Latency;0.26;ns
first-pass GRT wire length;1.41;mm
#FFs+latches synth;10;
Hold Path End;tx_buffer[0]$_SDFFCE_PN1P_;
asr flop ratio synth;0;%
Area growth, synth to finish;48.2;%
Worst setup EP type;flop;
top cells by count;6 x edfxtp_1, 4 x dfxtp_1, 4 x nor2_1;
crit path max-delay cell type;clkdlybuf4s50_1;
crit path launch type;input port;
antenna viol nets, final;0;
hold path depth;1;
clk root buf;clkbuf_4;
fin crit share;95.7;%
PortBufs;8;
Post-CTS Hold Buffers;0;
area of the core;0.00342;mm2
r2r setup slk;0.23;ns
minimum hold slack;0.518;ns
gpl congestion;0.721;
cell chain of the critical path;clkdlybuf4s50_1 -> nor2b_4 -> nor2_1 -> a41oi_2 -> buf_4;
Hold Startpoint;tx_buffer[1]$_SDFFCE_PN0P_;
Die ar.;0.00640;mm2
Via density;3.13;
Setup CP Type;in -> reg;
CP arrival;1.41;ns
Rel. slew slack;84.7;%
router iterations before antenna repair;4;
Final Cell Area;677;um2
Die W;80;um
Reg2Reg Capture Point;tx_buffer[0]$_SDFFCE_PN1P_;
Mapped Avg Cell Area;13.0;um2
maxcap violations;0;
Pwr Total;597;uW
vias in the first global route;325;
Max Slew Vio Count;0;
## worst max-delay path by stage
stage	start	to
4_1_cts	tx_busy$_DFF_P_	tx_busy
5_1_grt	rst	tx_buffer[2]$_DFFE_PP_
6_report	rst	tx_buffer[0]$_SDFFCE_PN1P_
## critical path, delay by kind of cell
family / cells / cell delay, ns
AND-OR/OR-AND: 1 / 0.15
buffers and inverters: 2 / 0.63
AND/OR/NAND/NOR: 2 / 0.33
## routing by layer
layer / global-route usage, % / wire [um] / up-vias
met5: 0 / 0 / -
met4: 0.880 / 0 / 0
met3: 1.36 / 45 / 0
met2: 4.25 / 434 / 4
met1: 3.22 / 380 / 147
li1: - / - / 162
## sequential cells by signal (all words and copies together) (netlist names)
| register | flops |
|---|---|
| tx_busy | 1 |
| tx_buffer | 6 |
| tx_cnt | 3 |
## cell type report
type | instances | area [um2]
Sequential cell | 10 | 262
Tap cell | 46 | 57.6
Multi-Input combinational cell | 23 | 181
Clock buffer | 3 | 22.5
Clock inverter | 1 | 3.75
Fill cell | 378 | 2740
Timing Repair Buffer | 16 | 146
Inverter | 1 | 3.75
## layout by cell type (no fill, tap or decap)
cell type / count
clkdlybuf4s50_1: 7
buf_4: 7
edfxtp_1: 6
nor2_1: 4
mux2_4: 3
clkbuf_4: 3
dfxtp_1: 3
nor2b_1: 2
a21oi_1: 2
nor3b_1: 1
mux2i_1: 1
nor2b_4: 1
a41oi_2: 1
inv_1: 1
nand2_1: 1
o21ai_1: 1
a31oi_1: 1
nor3_1: 1
and2_1: 1
or2_1: 1
nand2b_1: 1
ha_1: 1
clkinv_1: 1
dlymetal6s2s_1: 1
buf_6: 1
dfxtp_2: 1
## kinds of logic (layout without fill, tap and decap cells)
| kind of cell | after synthesis | in the layout | synth area share [%] |
|---|---|---|---|
| AND/OR/NAND/NOR | 13 | 13 | 16.7 |
| buffers and inverters | 2 | 21 | 3.29 |
| adder cells (fa/ha/maj) | 1 | 1 | 2.74 |
| multiplexers | 4 | 4 | 12.1 |
| flip-flops | 10 | 10 | 57.0 |
| AND-OR/OR-AND | 5 | 5 | 8.22 |
## report_power, final
group | internal [uW] | switching, uW
registers | 316 | 9.43
clock network | 95.7 | 83.8
logic | 61.7 | 30.6
total | 473 | 124
## repair_timing
item,in CTS,in global routing
gates resized,2,1
cloned,0,0
hold endpoints to repair,0,0
endpoints found under the setup margin,1,1
buffers inserted,0,3
## per-stage QoR
stage / TNS, ns / worst slack (ns)
after floorplan: 0 / 0.119
after CTS: 0 / 0.0113
final: 0 / 0.0638
after global placement: -1.62 / -0.199
after global routing: 0 / 0.0357
after detailed placement: -1.88 / -0.229
Power and IR drop assume default switching activity.
