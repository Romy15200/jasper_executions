File: /design/flow/design.v
module VGA #(localparam  size = 1, h_bits =7, v_bits = 5)(input clk, input rst, output reg disp_ena, output reg n_blank, output reg n_sync, output reg [h_bits-1:0] col, output reg [v_bits-1:0] row);
	localparam h_pixels = 50*size;
	localparam h_pulse = 5*size;
	localparam h_bp = 8*size;
	localparam h_fp = 3*size;
	localparam h_pol = 0;
	localparam v_pixels =  25*size;
	localparam v_pulse = size;
	localparam v_bp = 1*size;
	localparam v_fp = size;
	localparam v_pol = 1;
	localparam h_period = h_pulse + h_bp + h_pixels + h_fp;
	localparam v_period = v_pulse + v_bp + v_pixels + v_fp;
	reg [h_bits-1:0] h_cnt;
	reg [v_bits-1:0] v_cnt;
	reg h_sync;
	reg v_sync;
	always @(posedge clk) begin
		if(rst == 1) begin
			h_cnt = 0;
			v_cnt = 0;
			h_sync = ~h_sync;
			v_sync = ~v_sync;
			disp_ena = 0;
			col = 0;
			row = 0;
		end
		else begin
			if(h_cnt < h_period - 1)
				h_cnt = h_cnt + 1;
			else begin
				h_cnt = 0;
				if(v_cnt < v_period - 1)
					v_cnt = v_cnt + 1;
				else
					v_cnt = 0;
			end
			if((h_cnt < (h_pixels + h_fp)) | (h_cnt >= (h_pixels + h_fp + h_pulse)))
				h_sync = ~h_sync;
			else
				h_sync = h_pol;
			if((v_cnt < (v_pixels + v_fp)) | (v_cnt >= (v_pixels + v_fp + v_pulse)))
				v_sync = ~v_sync;
			else
				v_sync = v_pol;
			if(h_cnt < h_pixels)
				col = h_cnt;
			if(v_cnt < v_pixels)
				row = v_cnt;
			if(h_cnt < h_pixels & v_cnt < v_pixels)
				disp_ena = 1;
			else
				disp_ena = 0;
		end
	end
	p1: assert property  ((@(posedge clk)  (##1 disp_ena & !rst |-> (h_sync iff s_nexttime !h_sync) ))) ;
endmodule
File: /design/flow/run.sh
#!/bin/bash
# OpenROAD 26Q1-2900-gdf79404cd8, Yosys 0.63+post, stock flow scripts
make -C /OpenROAD-flow-scripts/flow DESIGN_CONFIG=/design/flow/config.mk WORK_HOME=/design/flow/orfs finish
File: /design/flow/config.mk
export PLATFORM = sky130hd
export DESIGN_NAME = VGA
export DESIGN_NICKNAME = VGA
export VERILOG_FILES = /design/flow/design.v
export SDC_FILE = /design/flow/constraint.sdc
export NUM_CORES = 4
export LEC_CHECK = 1
export CORE_AREA = 10 10 87 87
export DIE_AREA = 0 0 97 97
export SYNTH_HDL_FRONTEND = slang
File: /design/flow/constraint.sdc
current_design VGA

set clk_period 3.6
set clk_io_pct 0.2

create_clock -name clk0 -period $clk_period [get_ports {clk}]

set non_clock_inputs [all_inputs -no_clocks]
set_input_delay [expr $clk_period * $clk_io_pct] -clock clk0 $non_clock_inputs
set_output_delay [expr $clk_period * $clk_io_pct] -clock clk0 [all_outputs]
==> notes.md <==
run metrics: WHS Path Cells 2, post-route insts no fill 212, FF-to-FF path depth 6, critical-path maximum fanout 9, stage-log warning count 25, via count 947, largest net degree at the start of global routing 15, CTS Root Cell clkbuf_8, RSZ-0062 raised after global routing false, layout cells sized above 1 5.00%, combinational share of power 5.9%, DP Area 0.00133 sq mm, Resized Gates After CTS 0, pwr dens 351 mW/mm^2, fin. max-slew vios 0, vias in the first global route 869, Int Pwr 376 uW, DP Worst Slack 1140 ps, CP endpoint kind flip-flop, ys flops 25, Min-Delay Path Class reg2reg, initial antenna violation count 0, synthesized cell area 0.00114 sq mm, Clk pwr share 33.9%, switching portion of total power 22.2%, Clock Latency Late Sink 260 ps, Reg2Reg Setup Slack 1170 ps, Final TNS setup 0 ps, CTS tree yes, CTS clk-pin slew, worst paths 80 ps, number of enable flip-flop cells 0, Finish-stage setup viols 0, synthesized area per cell 8.83 sq um, Die Height 97 um, YS warnings 2, Hold Startpoint row[0], clock buffer depth 2, width of the die 97 um, Rel. slew slack 60.3%, chip footprint 0.00941 sq mm, Core Region 0.00564 sq mm, CTS H-tree lvls 1, vias per cell 4.47, Worst Tran Pin Value 594 ps, FMAX 0.411 GHz, WL final 2.57 mm, Post-CTS Setup Inserts 0, CP arrival 2590 ps, net switching power 107 uW, Peak VDD IR 0.159 mV, Final Hold Fails 0, dpl cells 208, CP Data Required Time 3760 ps, hold slack 466 ps, drt wl/cell 12.1 um, fin util 24.4%, post-route cell area 0.00138 sq mm, HPWL after DPL 1.88 mm, status completed, worst r2r src h_cnt[0], fillers 604, Post-CTS Hold Buffers 0, Worst Slack Setup Final 1170 ps, Inserted Diodes 0, skew final 2.57 ps, first-pass GRT wire length 4.25 mm, num ports 17, first drt pass iteration count 4, Yosys Instances 129, total power 483 uW, Synth Instances 129, Floorplan Utilization 20.2%, hold endpoint row[0], YS chip area 0.00114 sq mm, drt drc 0, max cap viols 0, Unique cell types 39, async set or reset register ratio after synthesis 0%, gpl congestion 0.823, count of port buffers added during placement 14, Dominant flop cell dfxtp_1, Area Overhead vs Synth 20.9%, DRT iter0 DRCs 17, sequential share of power 60.2%, classification of the worst setup path reg2reg, FF-to-FF End col[5], grt ovf 0, CTS buffer count 3, Sink Count 25, total track usage 5.08%, Setup crit start kind flip-flop, num rows 27, sequential fraction of the synthesis area 44.0%, leakage 0.446 nW, Tmin final 2430 ps, Post-DRT Antenna Nets 0, Final Cycle Share 67.6%
metal layers:
layer / wire length, um / track usage (%) / vias up
li1: - / - / 497
met1: 1410 / 7.75 / 432
met2: 1040 / 7.16 / 16
met3: 78 / 0.860 / 2
met4: 40 / 1.24 / 0
met5: 0 / 0 / -
power by group through the flow:
stage	logic, mW	registers (mW)	clock network [mW]
after CTS	0.0290	0.291	0.171
after global routing	0.0320	0.292	0.179
final	0.0283	0.291	0.164
sequential cells by signal, summed over array words and instances (netlist names):
register and flops:
col 7, h_cnt 7, v_cnt 5, disp_ena 1, row 5
cell usage in the layout, fill, tap and decap left out, drive strengths merged, types with 2 or more instances in the layout:
cell,n
a21oi,10
a31oi,2
clkbuf,4
clkdlybuf4s50,14
conb,2
dfxtp,25
ha,2
inv,3
nand2,8
nand3,5
nor2,19
nor3,3
nor3b,2
o2111ai,4
o21ai,7
o22ai,2
o31a,3
o32a,2
o41ai,4
xor2,3
cell families after synthesis:
group                      share of synthesized area, %
and+or+nand+nor                                    19.3
AOI/OAI and AO/OA                                  25.3
DFF                                                44.0
buffers and inverters                              4.94
xor gates and xnor gates                           3.08
adders and majority gates                          2.20
other                                             0.329
muxes                                             0.879
worst max path at each step:
| stage | slack, ps | end | startpoint | cells after the start |
|---|---|---|---|---|
| after CTS | 1200 | col[4] | h_cnt[0] | 6 |
| after global routing | 1040 | col[5] | h_cnt[0] | 6 |
| final | 1170 | col[5] | h_cnt[0] | 6 |
cell type report:
type | count | area (sq um) | area share [%]
multi-input cells | 93 | 586 | 42.5
flip-flops and latches | 25 | 500 | 36.4
repair buffers | 14 | 140 | 10.2
well taps | 72 | 90.1 | 6.55
clock buffers | 4 | 45.0 | 3.27
inverters | 4 | 15.0 | 1.09
worst max-delay path, cell delays in order, from the launching register on:
cell      delay (ps)
dfxtp_1          540
ha_1             290
nand3_1          180
xor2_1           220
a211oi_2         540
nor2_1           230
o32a_1           320
cells in the mapped netlist, drive strengths merged, types with 2 or more instances:
cell type	n	share of area (%)
ha	2	2.2
buf	5	2.6
o21ai	7	3.1
dfxtp	25	44
nor2	19	6.3
nor3	3	1.3
o22ai	2	1.1
xor2	3	2.3
o41ai	4	3.1
clkbuf	3	0.99
nand3	5	2.2
nor3b	2	1.8
inv	3	0.99
nand2	8	2.6
o31a	3	2.3
o32a	2	1.8
a31oi	2	1.1
o2111ai	4	3.1
a21oi	10	4.4
Power figures rest on the tool's default switching activity, not on a simulated workload.
