==> design/flow/design.v <==
module LCD(input clk, input [6:0] in_data, input lcd_enable, input [9:0] lcd_bus, output reg e, output reg[7:0] lcd_data, output reg rw, output reg rs, output reg busy);
	localparam clk_freq = 1;
	localparam CBITS = 9;
	reg [CBITS - 1:0] cnt;			 
	reg [1:0] state;
	always @(posedge clk) begin
		rw = 0;
		rs = 0;
		busy = 0;
		lcd_data = 0;
		e = 0;
		if(state == 0) begin
			busy = 1;
			if(cnt < 500*clk_freq)				 
				cnt = cnt + 1;
			else begin							 
				cnt = 0;
				rs = 0;
				rw = 0;
				lcd_data = 8'b00110000;
				state = 1;
			end
		end
		if(state == 1) begin
			busy = 1;
			cnt = cnt + 1;
			if(cnt < (10*clk_freq))begin			 
				lcd_data = {4'b0011, in_data[6], in_data[5], 2'b00};
				e = 1;
			end
			else if(cnt < (60*clk_freq))begin		 
				lcd_data = 8'b00000000;
				e = 0;
			end
			else if(cnt < (70*clk_freq))begin		 
				lcd_data = {5'b00001, in_data[4], in_data[3], in_data[2]};
				e = 1;
			end
			else if(cnt < (120*clk_freq))begin		 
				lcd_data = 8'b00000000;
				e = 0;
			end
			else if(cnt < (130*clk_freq))begin		 
				lcd_data = 8'b00000001;
				e = 1;
			end
			else if(cnt < (330*clk_freq))begin		 
				lcd_data = 8'b00000000;
				e = 0;
			end
			else if(cnt < (340*clk_freq))begin		 
				lcd_data = {6'b000001, in_data[1], in_data[0]};
				e = 1;
			end
			else if(cnt < (440*clk_freq))begin		 
				lcd_data = 8'b00000000;
				e = 0;
			end
			else begin								 
				cnt = 0;
				busy = 0;
				state = 2;
			end
		end
		if(state == 2) begin
			if(lcd_enable == 1) begin
				busy = 1;
				rs = lcd_bus[9];
				rw = lcd_bus[8];
				lcd_data = lcd_bus[7:0];
				cnt = 0;
				state = 3;
			end
			else begin
				busy = 0;
				rs = 0;
				rw = 0;
				lcd_data = 8'b00000000;
				cnt = 0;
			end
		end
		if(state == 3) begin
			if(cnt < 50* clk_freq) begin 		 
				if(cnt < clk_freq)
					e = 0;
				else if(cnt < 14*clk_freq)		 
					e = 1;
				else if(cnt < 27*clk_freq)		 
					e = 0;
				cnt = cnt + 1;
				busy = 1;
			end
			else begin
				cnt = 0;
				state = 2;
				busy = 1;
			end
		end
	end
	p1: assert property  ((@(posedge clk) !lcd_enable && state==2 |=> state==2)) ;
endmodule
==> design/flow/run.sh <==
#!/bin/bash
# OpenROAD 26Q1-2900-gdf79404cd8, Yosys 0.63+post, stock flow scripts
make -C /OpenROAD-flow-scripts/flow DESIGN_CONFIG=/design/flow/config.mk WORK_HOME=/design/flow/orfs finish
==> design/flow/config.mk <==
export PLATFORM = sky130hd
export DESIGN_NAME = LCD
export DESIGN_NICKNAME = LCD
export VERILOG_FILES = /design/flow/design.v
export SDC_FILE = /design/flow/constraint.sdc
export NUM_CORES = 4
export LEC_CHECK = 1
export CORE_AREA = 10 10 106 106
export DIE_AREA = 0 0 116 116
export SYNTH_HDL_FRONTEND = slang
==> design/flow/constraint.sdc <==
current_design LCD

set clk_period 4.2
set clk_io_pct 0.2

create_clock -name clk0 -period $clk_period [get_ports {clk}]

set non_clock_inputs [all_inputs -no_clocks]
set_input_delay [expr $clk_period * $clk_io_pct] -clock clk0 $non_clock_inputs
set_output_delay [expr $clk_period * $clk_io_pct] -clock clk0 [all_outputs]
==> notes.md <==
yosys + openroad results -> synthesized area=0.00207 mm², WP data arrival=3.90 ns, period utilisation layout=88.3%, Clk Latency, worst-skew pair=0.27 ns, syn_area_per_cell=7.40 µm², Row Count=34, sequential share of the synthesized area=25.1%, share of the synthesized area in the top cell type=25.1%, Final Critical Period=3.71 ns, WHS=0.509 ns, Port-buffer cells=30, WP buf/inv=0, Max Cap Violations=0, Startpoint Class=flip-flop, Reg clk slew, reported paths=0.09 ns, delay-heaviest family, CP=AND-OR/OR-AND gates, Non-Filler Instances=404, first-pass GRT wire length=10,100 µm, Pleak=0.895 nW, CTS tree=built, WP data required=4.39 ns, relative slew slack=38.9%, Worst R2R Path Depth=10, die extent in y=116 µm, chip area=0.0135 mm², fmax=270 MHz, asr flop ratio synth=0%, WL/cell=15.3 µm, crit path cell chain=ha_2 > nand2_1 > o21a_1 > nor2_1 > a21oi_1 > o31ai_1 > ha_1 > nand3_1 > or4_1 > a211oi_2, RSZ-0062 raised after global routing=false, Vias/cell=5.26, Detail Route Antenna Nets=0, crit-path max cell delay=0.52 ns, Post-CTS Setup Bufs=0, Power Density=587 mW/mm², Synthesis Warnings=0, Synth Register Bits=26, antenna cells=0, Slew @ Worst Pin=0.908 ns, Via Count=2,124, OpenROAD warnings=25, number of antenna violations at the first check in global routing=0, Initial Util=23.4%, Finish-stage setup viols=0, Longest Clk Path Bufs=2, DRC Markers=0, Hold Path Origin=state[2], dpl hpwl=4820 µm, post-cts hold buffer count=0, final max-slew violation count=0, Finished Cell Area=0.00251 mm², crit path max fanout=17, vias in the first global route=2,027, VDD IR max=0.219 mV, Primary FF master, synth=dfxtp_1, flip-flops with a built-in enable=0, DP Cell Count=400, setup TNS=0 ns, hold path endpoint=state[0], total grt overflow=0, worst r2r src=cnt[0], reg2reg end=cnt[8], Pre-antenna DRT Iters=4, hold depth=1, Routability Congestion=0.977, final hold violation count=0, largest net degree at the start of global routing=19, Area Overhead vs Synth=21.2%, fraction of layout cells with a size suffix above 1=9.12%, critical path type=reg2reg, Hold Path Class=reg2reg, worst reg-to-reg setup slack=0.49 ns, Cell Area, Placed=0.00244 mm², count leader, synth=dfxtp_1, top cells by count=26 x dfxtp_1, 25 x nor2_1, 22 x nand2_1, 16 x a21oi_1, 16 x o21ai_0, WL final=6190 µm, total CTS buffers=3, yosys stat chip area=0.00207 mm², First DRT Iteration DRCs=181, H-tree levels=1, cells after synthesis=280, Crit. End Element=flip-flop, Die Span X=116 µm, root buffer cell=clkbuf_8, GRT Total Usage=9.17%, Cell variety after synth=64, # Cells Yosys=280, status=complete, no violations, Num Clock Sinks=26, Slowest cell on crit path=or4_1, Top cells by area=dfxtp_1 25%, nor2_1 4.5%, nand2_1 4.0%, a21oi_1 3.9%, o21ai_0 3.9%, I/O pins=31, core area=0.00885 mm², Setup Skew=0.00147 ns, largest area contributor in the netlist=dfxtp_1
[cell usage in the layout, fill, tap and decap left out, types with 6 or more instances in the layout]
| cell type | netlist | final |
|---|---|---|
| or3_1 | 6 | 6 |
| nor2_1 | 25 | 25 |
| nand2b_1 | 6 | 6 |
| nor3_1 | 15 | 15 |
| a21oi_1 | 16 | 16 |
| inv_1 | 10 | 10 |
| nand2_1 | 22 | 22 |
| and2_1 | 7 | 7 |
| o21ai_0 | 16 | 16 |
| clkdlybuf4s50_1 | 0 | 30 |
| nand3_1 | 13 | 13 |
| dfxtp_1 | 26 | 26 |
[where the power goes]
group	switching (mW)	total, mW	internal (mW)
sequential	0.126	0.435	0.309
combinational	0.486	0.832	0.346
clock	0.0800	0.207	0.127
total	0.692	1.47	0.782
[metal layers]
layer	global-route usage, %	vias to the layer above	share of wire, %
met4	0.917	0	0.95
li1	-	1077	-
met3	1.47	6	4.5
met1	12.7	991	45
met5	0	-	0
met2	15.2	50	49
[through the flow]
step           worst slack [ns]  power, mW  util [%]
3_5_place_dp              0.414       1.26      27.5
2_1_floorplan              1.33       1.04         -
3_3_place_gp              0.567       1.27      27.5
6_report                  0.491       1.47      28.4
5_1_grt                   0.149       1.60      28.4
4_1_cts                   0.399       1.47      28.4
[cells by family (layout without fill, tap and decap cells)]
kind of cell	count (synthesis)	count (layout)	synth area share (%)
AND/OR/NAND/NOR	115	115	28.4
adder cells (fa/ha/maj)	2	2	1.21
multiplexers	3	3	1.51
buffers and inverters	31	47	6.28
AND-OR/OR-AND	97	97	34.9
XOR/XNOR	6	6	2.54
flip-flops	26	26	25.1
[how the worst max path moves through the flow]
| stage | start | to | slack, ns | depth (start not counted) |
|---|---|---|---|---|
| after global routing | cnt[0] | cnt[8] | 0.15 | 10 |
| after CTS | cnt[0] | cnt[8] | 0.40 | 10 |
| final | cnt[0] | cnt[8] | 0.49 | 10 |
[sequential cells by signal, indices dropped and copies added (netlist names), named ones only]
signal	count
busy	1
lcd_data	8
cnt	9
rs	1
state	3
e	1
rw	1
[repair_timing]
| action | in CTS | in global routing |
|---|---|---|
| endpoints found under the setup margin | 0 | 1 |
| gates resized | 0 | 1 |
| hold endpoints to repair | 0 | 0 |
[final cells by class]
cell class                 count  area [µm²]
sequential                    26         520
multi-input combinational    223        1420
fill                         952        6340
inverter                      10        37.5
clock buffer                   3        41.3
tap                          108         135
timing repair buffer          33         323
clock inverter                 1        30.0
No activity file was given, so power comes from the tool's default toggle rates.
