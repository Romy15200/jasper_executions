==> flow/design.v <==
module Thermocouple(input clk, input rst, input spi_not_busy, input [31:0] spi_rx_data, output reg [13:0] tc_temp_data, output reg [11:0] junction_temp_data, output reg [3:0] fault_bits);
	localparam clk_freq = 10;
	localparam CBITS = 6;			 
	reg spi_ena;
	reg [1:0] state;
	reg [CBITS-1:0] cnt;
	always @(posedge clk)
		if(rst == 1) begin
			spi_ena = 0;
			tc_temp_data = 0;
			junction_temp_data = 0;
			fault_bits = 0;
			state = 0;
			cnt = 0;
		end
		else if(state == 0) begin
			if(cnt < clk_freq * 3)
				cnt = cnt + 1;
			else begin
				cnt = 0;
				state = 1;
			end
		end
		else if(state == 1) begin
			if(spi_not_busy == 1)
				spi_ena = 1;
			else begin
				spi_ena = 0;
				state = 2;
			end
		end
		else if(state == 2) begin
			tc_temp_data = spi_rx_data [31:18];
			junction_temp_data = spi_rx_data [15:4];
			fault_bits = {spi_rx_data[16], spi_rx_data[2:0]};
			if(cnt < clk_freq * 1)
				cnt = cnt + 1;
			else begin
				cnt = 0;
				state = 1;
			end
		end
		else
			state = 1;
	p1: assert property  ((@(posedge clk) spi_not_busy && (state == 1) && !rst |=> (state == 1))) ;
endmodule
==> flow/run.sh <==
#!/bin/bash
# OpenROAD 26Q1-2900-gdf79404cd8, Yosys 0.63+post, stock flow scripts
make -C /OpenROAD-flow-scripts/flow DESIGN_CONFIG=/design/flow/config.mk WORK_HOME=/design/flow/orfs finish
==> flow/config.mk <==
export PLATFORM = sky130hd
export DESIGN_NAME = Thermocouple
export DESIGN_NICKNAME = Thermocouple
export VERILOG_FILES = /design/flow/design.v
export SDC_FILE = /design/flow/constraint.sdc
export NUM_CORES = 4
export LEC_CHECK = 1
export CORE_AREA = 10 10 101 101
export DIE_AREA = 0 0 111 111
export SYNTH_HDL_FRONTEND = slang
==> flow/constraint.sdc <==
current_design Thermocouple

set clk_period 2.4
set clk_io_pct 0.2

create_clock -name clk0 -period $clk_period [get_ports {clk}]

set non_clock_inputs [all_inputs -no_clocks]
set_input_delay [expr $clk_period * $clk_io_pct] -clock clk0 $non_clock_inputs
set_output_delay [expr $clk_period * $clk_io_pct] -clock clk0 [all_outputs]
==> summary.txt <==
Summary of the current implementation state.

- The run finished with clean final reports.
- The required time of the critical path is 2.62 ns, for reference.
- The number of cells in the yosys synthesis report is 176, for reference.
- The number of DRC markers in iteration 0 is 39, for reference.
- The post-CTS hold buffer count recorded in the log is 0.
- The starting density of the core is 17.7%, for reference.
- The part of the total power dissipated in combinational logic is 6.4%, for reference.
- The internal reg-to-reg setup slack is 0.74 ns, for reference.
- CTS placed an instance of sky130_fd_sc_hd__clkbuf_8 at the clock tree root.
- The timing report notes that buffer and inverter cells on the critical path total 1.
- The later pin in the worst-skew pair is clocked with a latency of just under 0.3 ns.
- Looking at the reg2reg group, the worst path starts from state[0].
- The CTS buffer count is 5, for reference.
- Yosys reports a chip area of 1440 µm².
- The average wire per cell in the routed design is roughly 12 µm, for reference.
- The count of cells along the worst register-to-register path is 4, for reference.
- The detailed placer reported the number of placed instances as 336.
- The static power due to leakage is 0.734 nW, for reference.
- Entering global routing, the biggest net connects 31 pins.
- Setup slack on the worst path after placement came out at 0.761 ns.
- The number of placement rows is 33, for reference.
- The count of buffers inserted at the top-level ports is 62, for reference.
- The beginning of the worst hold path is fault_bits[0], for reference.
- The ratio of final minimum period to clock period is 69.0%, for reference.
- The total negative slack is 0 ns, for reference.
- The clock network is responsible for ~38% of the overall power.
- The largest driver fanout on the critical path is 16, for reference.
- The total wire length after detailed routing is about 4000 µm, for reference.
- Per the OpenROAD floorplan log, the area of the die is about 12000 µm².
- The top cell family by delay on the critical path is simple AND/OR/NAND/NOR gates, for reference.
- Before antenna repair, the detailed router went through 4 iterations.
- Counting I/O delays and the setup requirement, the final critical path takes roughly 1.7 ns.
- The proportion of total power due to net switching is ~22%, for reference.
- The highest supply drop recorded on VDD is 0.193 mV.
- Looking at the hold checks, the worst path lands on fault_bits[0].
- In this run the cell area of the synthesized design comes to 1440 µm².
- The share of synthesized area in the top cell type comes to 54.3%.
- The critical path is of the flop to flop type.
- The Yosys step of the flow raised 0 warnings.
- Among all stages on the critical path, the maximum delay recorded is just over 0.6 ns.
- The flow measured a signed area growth from synthesis to layout of 56.4%.
- The number of global-route vias before repair is 1346, for reference.
- The number of antenna violations at the first check in global routing is 0, for reference.
- The power density over the cells is 520 nW/µm², for reference.
- The core area is 8130 µm², for reference.
- The number of sinks handled by clock tree synthesis is 39, for reference.
- Per the final layout report, the fraction of cells sized above drive strength 1 comes to approximately 6.7%.
- Setup repair after global routing left no endpoint under its margin.
- Antenna repair during routing inserted a diode count of 0.
- The clock tree synthesis step divided the H-tree into 2 levels.
- For this run, the detailed router reports a per-instance via density of 3.83.
- According to the timing report, the arrival time at the worst endpoint equals 1.88 ns.
- The critical path goes through nand2b_1, buf_4, nand2_1, a21oi_1.
- The overflow left after global routing is 0, for reference.
- The I/O pin count is 65, for reference.
- The cell type that accounts for the most area after synthesis is sky130_fd_sc_hd__dfxtp_1.
- The max-capacitance violation count is 0, for reference.
- The number of distinct standard cells referenced by the synthesized netlist is 23, for reference.
- STA classifies the critical path startpoint as a flop.
- In the synthesized netlist, the number of instances is 176.
- The actual slew at the worst max-slew pin is approximately 0.74 ns, for reference.
- The number of standard cells in the final layout excluding fillers is around 340, for reference.
- The number of gates given a new drive strength after cts is 0, for reference.
- The die width is 111 µm, for reference.
- The first global-routing pass estimated 6740 µm of wire.
- The clock-pin slew on the worst setup and hold paths is 0.08 ns, for reference.
- The final routed DRC violation total is 0, for reference.
- The max-slew check reports its worst relative slack as about 50%.
- The kind of end point of the critical path is a flop, for reference.
- The number of fillers in the final layout is 862, for reference.
- TritonCTS built the clock tree.
- The number of cells traversed by the worst hold path is 2, for reference.
- The capture point of the worst register-to-register path is recorded as fault_bits[1].
- The hold violation total from the final report is 0, for reference.
- Note that the worst hold path type here is flop to flop.
- After clock tree synthesis, the setup repair step added 0 buffers.
- The final count of negative-setup-slack endpoints is 0, for reference.
- Detailed placement ended at an HPWL of 2950 µm.
- Looking at the critical path, the single cell with the biggest stage delay is sky130_fd_sc_hd__nand2b_1.
- The overall global routing resource usage is 6.47%, for reference.
- The synthesized design contains 39 register bits.
- The total number of warnings across the stage logs is 27, for reference.
- The switching component of the power is between 0.0002 and 0.0003 W, for reference.
- Pins over their slew limit in the final report were tallied at 0.
- By area the synthesized netlist is led by sky130_fd_sc_hd__dfxtp_1 54%, sky130_fd_sc_hd__nand2_1 17%, sky130_fd_sc_hd__a21oi_1 12%.
- Once layout is complete, the utilization of the core stands at 27.6%.
- The number of routed nets with antenna violations is 0, for reference.
- The average instance in the mapped netlist occupies 8.17 µm².
- The vertical extent of the die is 111 µm, for reference.
- The cell-internal power is 0.000905 W, for reference.
- The number of buffers on the longest clock path is 2, for reference.
- Across all layers, the routed design uses 1318 vias.
- The highest achievable clock rate is between 0.6 and 0.7 GHz, for reference.
- Once routing completed, OpenROAD measured the worst setup slack at 0.745 ns.
- Per the gpl log, the routability congestion estimate is 0.742.
- Looking at the power breakdown, sequential logic takes a little under three fifths of the total.
- The sequential area share after synthesis is between 50 and 60%, for reference.
- The clock skew after layout is 0.00828 ns, for reference.
==> sequential cells by signal, indices dropped and copies added (netlist names) <==
register / flops
state: 3
cnt: 6
tc_temp_data: 14
fault_bits: 4
junction_temp_data: 12
==> synth_stat cells (all sizes together) <==
cell type and count:
nand2 65, dfxtp 39, a21oi 34, buf 6, o21ai 5, clkbuf 4, nor2 4, a41oi 2
nand2b 2, nand3 2, nor2b 2, or3 2, xor2 2, and2b 1, and3 1, ha 1
inv 1, nor3 1, o211ai 1, o21a 1
==> worst max path at each step <==
| stage | cells past startpoint | endpoint | from | slack (ns) |
|---|---|---|---|---|
| 6_report | 4 | fault_bits[1] | state[0] | 0.74 |
| 5_1_grt | 4 | fault_bits[3] | state[0] | 0.60 |
| 4_1_cts | 4 | fault_bits[1] | state[0] | 0.76 |
==> cells by family after synthesis <==
| group | count (synthesis) | synth area share (%) |
|---|---|---|
| buf+inv | 11 | 3.92 |
| fa+ha+maj | 1 | 0.870 |
| xor+xnor | 2 | 1.22 |
| flops | 39 | 54.3 |
| compound gates | 43 | 16.2 |
| simple gates | 80 | 23.5 |
==> power by group through the flow <==
stage	Clock [W]	Combinational, W	Sequential (W)
CTS	0.000474	0.0000757	0.000656
global route	0.000500	0.0000825	0.000657
finish	0.000438	0.0000745	0.000656
==> layout by cell type (no fill, tap or decap) <==
| master | instances |
|---|---|
| sky130_fd_sc_hd__nor2b_1 | 1 |
| sky130_fd_sc_hd__buf_4 | 3 |
| sky130_fd_sc_hd__nor3_1 | 1 |
| sky130_fd_sc_hd__o21a_1 | 1 |
| sky130_fd_sc_hd__clkinv_2 | 1 |
| sky130_fd_sc_hd__a41oi_1 | 2 |
| sky130_fd_sc_hd__clkinvlp_4 | 2 |
| sky130_fd_sc_hd__nand2b_1 | 2 |
| sky130_fd_sc_hd__inv_1 | 1 |
| sky130_fd_sc_hd__dfxtp_1 | 39 |
| sky130_fd_sc_hd__a21oi_1 | 34 |
| sky130_fd_sc_hd__or3_1 | 2 |
| sky130_fd_sc_hd__and3_2 | 1 |
| sky130_fd_sc_hd__clkbuf_8 | 5 |
| sky130_fd_sc_hd__xor2_1 | 2 |
| sky130_fd_sc_hd__and2b_2 | 1 |
| sky130_fd_sc_hd__o21ai_0 | 5 |
| sky130_fd_sc_hd__nor2b_4 | 1 |
| sky130_fd_sc_hd__ha_1 | 1 |
| sky130_fd_sc_hd__nand2_1 | 65 |
| sky130_fd_sc_hd__nor2_2 | 1 |
| sky130_fd_sc_hd__o211ai_2 | 1 |
| sky130_fd_sc_hd__nand3_1 | 2 |
| sky130_fd_sc_hd__nor2_1 | 3 |
| sky130_fd_sc_hd__clkdlybuf4s50_1 | 62 |
==> worst register-to-register path: cells and delay by family (launching register included) <==
kind | cells | cell delay, ns
AND/OR/NAND/NOR | 2 | 0.70
buffers and inverters | 1 | 0.34
flip-flops | 1 | 0.42
AND-OR/OR-AND | 1 | 0.13
==> layout make-up <==
type,instances,area [µm²],share of cell area [%]
clock buffer,5,68.8,3.06
clock inverter,3,20.0,0.890
inverter,1,3.75,0.167
multi-input combinational,126,601,26.7
sequential,39,781,34.7
tap,105,131,5.84
timing repair buffer,65,643,28.6
==> per-stage QoR <==
| stage | power (W) | hold WS (ns) | instance area (µm²) |
|---|---|---|---|
| 6_report | 0.00117 | 0.454 | 2250 |
| 2_1_floorplan | 0.000687 | 0.422 | 1440 |
| 5_1_grt | 0.00124 | 0.479 | 2250 |
| 3_3_place_gp | 0.000746 | 0.442 | 2160 |
| 4_1_cts | 0.00121 | 0.457 | 2250 |
| 3_5_place_dp | 0.000746 | 0.445 | 2160 |
==> per-layer routing <==
metal  vias up  GRT usage [%]  wire [µm]
met1       574           8.43       1930
met2        45           10.3       1790
met5         -              0          0
met3         2           2.41        309
met4         0          0.781         16
li1        697              -          -
Power and IR drop assume default switching activity.
