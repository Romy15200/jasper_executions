==> ./design.v <==
module Load_Store (input clk, input rst, output reg sig);
    localparam N = 750;
    localparam CBITS = 10;
    reg [CBITS-1:0] vol;
    reg m;
    always @(posedge clk) begin
        if (rst) begin m = 0; vol = 0; sig = 0;
        end else begin
            if (m) begin
                if (vol >= N) m = 0; else vol = vol + 1;
            end else begin
                if (vol <= 0) m = 1; else vol = vol - 1;
            end
            if (vol >= N) begin
                sig = 1;
                vol = N;
            end
            else
                sig = 0; 
        end 
    end
	p1: assert property  ((@(posedge clk) s_nexttime (sig |-> ##2 !sig))) ;
endmodule
==> ./run.sh <==
#!/bin/bash
# OpenROAD 26Q1-2900-gdf79404cd8, Yosys 0.63+post, stock flow scripts
make -C /OpenROAD-flow-scripts/flow DESIGN_CONFIG=/design/flow/config.mk WORK_HOME=/design/flow/orfs finish
==> ./config.mk <==
export PLATFORM = sky130hd
export DESIGN_NAME = Load_Store
export DESIGN_NICKNAME = Load_Store
export VERILOG_FILES = /design/flow/design.v
export SDC_FILE = /design/flow/constraint.sdc
export NUM_CORES = 4
export LEC_CHECK = 1
export CORE_AREA = 10 10 76 76
export DIE_AREA = 0 0 86 86
export SYNTH_HDL_FRONTEND = slang
==> ./constraint.sdc <==
current_design Load_Store

set clk_period 3.3
set clk_io_pct 0.2

create_clock -name clk0 -period $clk_period [get_ports {clk}]

set non_clock_inputs [all_inputs -no_clocks]
set_input_delay [expr $clk_period * $clk_io_pct] -clock clk0 $non_clock_inputs
set_output_delay [expr $clk_period * $clk_io_pct] -clock clk0 [all_outputs]
==> impl_metrics.ini <==
; physical design summary
[floorplan]
num_rows = 23
die_w_um = 86
die_area_mm2 = 0.00740
floorplanUtilization_pct = 24.5
die_height_um = 86
core_area_mm2 = 0.00412
floorplan.io_pins = 3

[final_layout]
areaGrowthSynthToFinish_pct = 10.2
fin_cells = 171
post-route-cell-area_mm2 = 0.00111
final.fill_count = 440
layout_top_cell = sky130_fd_sc_hd__dfxtp_1
final_layout_top_logic_cells = sky130_fd_sc_hd__dfxtp_1, sky130_fd_sc_hd__inv_1, sky130_fd_sc_hd__nor3_1, sky130_fd_sc_hd__xnor2_1
proportion_of_layout_cells_with_a_drive_suffix_above_1_pct = 9.92

[synth]
avg_synthesized_cell_area_um2 = 8.21
ys_seq_elements = 12
synth.cellmix.xorXnorShare_pct = 6.94
postSynth.asyncResetShare_pct = 0
synth-compound-area-share_pct = 25.9
yosys_warnings = 0
synth.cellmix.simpleShare_pct = 30.7
logic_family = simple AND/OR/NAND/NOR gates
syn_inst = 123
yosys.stat.seqShare_pct = 23.8
adder_share_pct = 3.72
postSynth.topFlopCell = sky130_fd_sc_hd__dfxtp_1
synth_chip_area_mm2 = 0.00101
post_synth_mux_area_share_pct = 0.991
post_synth_instance_area_mm2 = 0.00101
enable_flop_cells = 0
synthDistinctLibCells = 53
synth-cells-yosys = 123

[clock_tree]
cts_tree = done
clock_tree.htree_level_count = 1
cts_root_buffer = sky130_fd_sc_hd__clkbuf_8
clk_latency_ns = 0.24
worst_setup_hold_path_clk_slew_ns = 0.06
cts_buffer_depth = 2
cts_buffers = 3
clock-sinks = 12
cts.repair_timing.setup_buffer_count = 0
postCtsResizedCells = 0
hold_buffers = 0

[global_routing]
number_of_global_route_vias_before_repair = 842
grt_start_max_net_pins = 13
grt_remaining_overflow = 0
grt_antenna_before_repair = 0
global_route.usage.total_pct = 6.32
grt_first_pass_wirelength_mm = 4.00

[timing]
final-hold-violation-count = 0
final_period_minus_worst_setup_slack_ns = 2.63
finalSetupTns_ns = 0
timing.final.max_slew_violations = 0
fmaxAchievable_ghz = 0.380
finClkSkew_ns = 0.00661
tightest_slew_ns = 0.787
setup_repair_after_global_routing_missed_its_margin = false
timing.final.crit_share_pct = 79.7
setup-violations-final = 0
timing.max_slew.rel_slack_pct = 47.0

[run_status]
outcome = complete, no violations

[job]
drv_cap = 0
tool_warnings = 27

[placed_design]
dpl.cell_count = 167
place_congestion = 0.837
post_dp_cell_area_mm2 = 0.00106
detailedPlacementHpwl_mm = 1.71
portBuffers = 2

[worst_setup_path]
r2r-start = vol[0]
critical_path_peak_fanout = 5
worst-setup-path-type = reg2reg
rrSetupSlack_ns = 0.67
regToRegEndpoint = vol[2]
arrival_time_at_the_worst_endpoint_ns = 2.78
timing.reg2reg.worst_path_depth = 8
critPathRequiredTime_ns = 3.45
cp-end-kind = flop
cp-start-kind = flop
critical_path_launch_point = vol[0]

[power]
ir_worst_vdd_v = 0.000444
total_power_mw = 1.06
leakagePower_nw = 0.373
powerDensity_mw_per_mm2 = 949

[min_path]
min_path_type = reg2reg
holdPathStages = 2
hold_path_end = m
min-delay-start = m

[drt]
drt_wl_total_mm = 2.29
post-route-drc-count = 0
drt.antenna.violating_nets = 0
route.vias.total = 897
detail_route.wl_per_cell_um = 13.4
avgViaCountPerCell = 5.25
first_iter_violations = 82
drt_first_pass_iters = 4
number_of_diodes_added_for_antenna_fixing = 0
power by group:
| group | leakage, nW | internal, mW | total (mW) | switching (mW) |
|---|---|---|---|---|
| Clock | 0.0288 | 0.105 | 0.162 | 0.0567 |
| Combinational | 0.245 | 0.294 | 0.622 | 0.329 |
| Sequential | 0.0984 | 0.186 | 0.271 | 0.0853 |
| Total | 0.373 | 0.585 | 1.06 | 0.471 |
state kept, by name, indices dropped and copies added, names as in the netlist:
register and flops:
sig 1, m 1, vol 10
layout make-up:
| type | instances | area (um2) | share of cell area [%] |
|---|---|---|---|
| flip-flops and latches | 12 | 240 | 21.6 |
| multi-input cells | 92 | 689 | 62.0 |
| repair buffers | 3 | 27.5 | 2.47 |
| well taps | 50 | 62.6 | 5.62 |
| inverters | 10 | 37.5 | 3.37 |
| clock buffers | 4 | 55.1 | 4.95 |
how the worst max path moves through the flow:
| stage | cells after the start | slack (ns) | endpoint |
|---|---|---|---|
| after CTS | 8 | 0.71 | vol[2] |
| after global routing | 8 | 0.46 | vol[1] |
| final | 8 | 0.67 | vol[2] |
worst max-delay path, cell delays in order (launching register included):
cell                       delay [ns]
sky130_fd_sc_hd__dfxtp_1         0.37
sky130_fd_sc_hd__inv_1           0.10
sky130_fd_sc_hd__ha_1            0.22
sky130_fd_sc_hd__or4b_1          0.57
sky130_fd_sc_hd__nor4_2          0.35
sky130_fd_sc_hd__o221a_1         0.26
sky130_fd_sc_hd__a32o_1          0.23
sky130_fd_sc_hd__o21bai_1        0.14
sky130_fd_sc_hd__a311oi_1        0.29
per-layer routing:
layer / global-route usage, % / vias up / wire length [um]
li1: - / 467 / -
met1: 9.12 / 414 / 1200
met2: 10.1 / 16 / 1000
met3: 0.953 / 0 / 89
met4: 0.449 / 0 / 0
met5: 0 / - / 0
synthesized netlist by cell type, drive strengths merged (3+ instances only):
master | number | area (um2)
nor2b | 4 | 25.0
a21oi | 5 | 28.8
nor2 | 6 | 22.5
nor3 | 7 | 35.0
a311oi | 4 | 35.0
or4 | 4 | 33.8
clkbuf | 7 | 26.3
nor4 | 7 | 50.1
nand2 | 3 | 11.3
and2 | 3 | 18.8
dfxtp | 12 | 240
inv | 10 | 37.5
xnor2 | 7 | 61.3
ha | 3 | 37.5
through the flow:
stage | worst slack (ns) | hold slack, ns | util [%]
6_report | 0.669 | 0.683 | 27.0
5_1_grt | 0.461 | 0.727 | 27.0
4_1_cts | 0.707 | 0.689 | 27.0
3_5_place_dp | 0.725 | 0.676 | 25.7
3_3_place_gp | 0.688 | 0.671 | 25.7
2_1_floorplan | 1.05 | 0.641 | -
cell families (layout without fill, tap and decap cells):
| family | after synthesis | after routing |
|---|---|---|
| AND/OR/NAND/NOR | 49 | 49 |
| XOR/XNOR | 8 | 8 |
| adder cells (fa/ha/maj) | 3 | 3 |
| buffers and inverters | 19 | 17 |
| flip-flops | 12 | 12 |
| AND-OR/OR-AND | 31 | 31 |
| multiplexers | 1 | 1 |
Power is estimated from default activity; no workload was simulated.
